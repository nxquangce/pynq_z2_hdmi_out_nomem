$ cat run.sh
#!/bin/bash
# OpenROAD 26Q1-2900-gdf79404cd8, Yosys 0.63+post, stock flow scripts
make -C /OpenROAD-flow-scripts/flow DESIGN_CONFIG=/design/flow/config.mk WORK_HOME=/design/flow/orfs finish
$ cat config.mk
export PLATFORM = sky130hd
export DESIGN_NAME = address_generator
export DESIGN_NICKNAME = address_generator
export VERILOG_FILES = /design/flow/design.v
export SDC_FILE = /design/flow/constraint.sdc
export NUM_CORES = 4
export LEC_CHECK = 1
export CORE_AREA = 10 10 97 97
export DIE_AREA = 0 0 107 107
$ cat constraint.sdc
current_design address_generator

set clk_period 2.4
set clk_io_pct 0.2

create_clock -name clk0 -period $clk_period [get_ports {clk}]

set non_clock_inputs [all_inputs -no_clocks]
set_input_delay [expr $clk_period * $clk_io_pct] -clock clk0 $non_clock_inputs
set_output_delay [expr $clk_period * $clk_io_pct] -clock clk0 [all_outputs]
$ cat design.v
`timescale 1ns / 1ps
module address_generator
#(
    parameter COL_ADDR_WIDTH = 11,
    parameter ROW_ADDR_WIDTH = 10,
    parameter MAX_COL = 11'd1280,
    parameter MAX_ROW = 11'd1024
)
(
    input clk,
    input valid,
    input ready,
    input sof,
    input eol,
    output [ROW_ADDR_WIDTH-1:0] row,
    output [COL_ADDR_WIDTH-1:0] col,
    output next_pixel
);
    reg [ROW_ADDR_WIDTH-1:0] row_reg = 0;
    reg [COL_ADDR_WIDTH-1:0] col_reg = 0;
    assign col = col_reg;
    assign row = sof ? 0 : row_reg;
    wire enb = valid & ready;
    assign next_pixel = enb;
    always@(posedge clk) begin
        if (enb) begin
            if (eol)
                col_reg <= 0;
            else
                col_reg <= col + 1'b1;
        end
    end
    always@(posedge clk) begin
        if (enb) begin
            if (sof)
                row_reg <= 0;
            else if (eol)
                row_reg <= row + 1'b1;
        end
    end
endmodule
==> flow_metrics.py <==
# Metrics from the implementation run
metrics = {
    "clock_tree": {
        "clkSinkCount": 21,
        "htreeDepth": 1,
        "cts.clk_slew.worst_paths_ns": 0.08,
        "cts-hold-fix-buffers": 0,
        "clock.latency.late_pin_ns": 0.26,
        "postCtsSetupBuffers": 0,
        "cts_root_buffer": "clkbuf_8",
        "cts_tree": "yes",
        "clock_path_buffers": 2,
        "cts_made_buffers": 3,
        "cts_resized": 0,
    },
    "logic_synthesis": {
        "synth_flops": 21,
        "syn_area_per_cell_um2": 11.0,
        "top_cells_by_count": "edfxtp_1 (21), nor2_1 (13), nor2b_1 (8)",
        "synth_chip_area_um2": 1160,
        "synth_warnings": 1,
        "synth_top_area_share": 0.542,
        "edf_count": 21,
        "top_area_cell": "edfxtp_1",
        "synth_area_um2": 1160,
        "ys_top_cells_by_area": "edfxtp_1 (54%), nor2b_1 (4.3%), nor2_1 (4.2%)",
        "ys_cells": 106,
        "yosysMostFrequentCell": "edfxtp_1",
        "ys.flop_type": "edfxtp_1",
        "async_flop_share": 0,
        "ys_seq_frac": 0.542,
        "ys_types": 28,
        "synth_cells": 106,
    },
    "floorplan": {
        "ios": 27,
        "die_h_um": 107,
        "rows": 31,
        "core-area_um2": 7290,
        "dieWidth_um": 107,
        "fp_util": 0.160,
        "die_area_um2": 11400,
    },
    "critical_path": {
        "critical_path.endpoint": "row[6]",
        "cpMaxStageDelayCell": "clkdlybuf4s50_1",
        "crit_top_cell": "clkdlybuf4s50_1",
        "startpoint": "sof",
        "worstSetupEndpointType": "output port",
        "critical_path_depth": 4,
        "rrSetupSlack_ns": 0.63,
        "cpPeakStageDelay_ns": 0.50,
        "critPathTopFamily": "buffers and inverters",
        "cp_data_required_time_ns": 1.92,
        "critPathKind": "primary input to output port",
        "crit_chain": "clkdlybuf4s50_1, buf_4, nor2_1, clkdlybuf4s50_1",
        "arrival_ns": 1.80,
        "critPathMaxFanout": 10,
        "worst-path-buf-inv": 3,
        "r2r_cells": 5,
        "startpoint_type": "primary input",
        "reg2reg_from": "row_reg[0]$_SDFFCE_PP0P_",
        "r2r-end": "row_reg[8]$_SDFFCE_PP0P_",
    },
    "drt": {
        "ant_nets": 0,
        "wl_per_cell_um": 11.2,
        "first_pass_iters": 4,
        "antennaDiodeCount": 0,
        "drc": 0,
        "routed_wl_mm": 2.66,
        "via_per_inst": 3.77,
        "vias": 897,
        "drtIter0Drc": 33,
    },
    "timing": {
        "finalHoldViolCount": 0,
        "rsz0062_at_grt": "no",
        "period_minus_slack_ns": 2.28,
        "clock_skew_ns": 0.00538,
        "fin_crit_sh": 0.950,
        "final-setup-viol-count": 0,
        "tightest_slew_ns": 0.291,
        "slew_violations": 0,
        "slew_headroom": 0.804,
        "fmax_ghz": 0.438,
        "fin_tns_setup_ns": 0,
    },
    "cells_and_area": {
        "syn2layout_area_growth_pct": 39.6,
        "comb_area_um2": 492,
        "fin_util": 0.223,
        "largest_reg_flops": 11,
        "drive_gt1_frac": 0.108,
        "ff_latch_area_um2": 631,
        "fin_cells": 238,
        "fillers": 813,
    },
    "placed_design": {
        "dp_hpwl_mm": 2.03,
        "io_buffers": 26,
        "placed_cells": 234,
        "place.gp.congestion": 0.801,
    },
    "power_and_ir_drop": {
        "max-vdd-ir-drop_v": 0.000192,
        "leakagePower_nw": 0.546,
        "p_per_area_nw_per_um2": 471,
    },
    "grt": {
        "antenna_found_initial": 0,
        "grt_max_degree": 13,
        "grt-ovfl-total": 0,
        "grt_pass1_vias": 926,
        "grt_pass1_wl_mm": 4.42,
        "groute.usage.overall": 0.0470,
    },
    "min_path": {
        "min_path_type": "flop to flop",
    },
    "run": {
        "cap_violations": 0,
        "tool_warnings": 25,
    },
    "run_status": {
        "status": "finished clean",
    },
}
cell usage in the layout (no fill, tap or decap), types with 4 or more instances in the layout:
| cell | netlist | layout |
|---|---|---|
| a21oi_1 | 7 | 7 |
| inv_1 | 6 | 6 |
| buf_4 | 1 | 6 |
| edfxtp_1 | 21 | 21 |
| nor2_1 | 13 | 13 |
| clkdlybuf4s50_1 | 0 | 26 |
| nand3_1 | 7 | 7 |
| or3_1 | 5 | 5 |
| o31ai_1 | 4 | 4 |
| nor2b_1 | 8 | 8 |
metal layers:
layer	GRT usage	routed length [µm]
met4	0.00193	0
met5	0	0
met1	0.0619	1240
met2	0.0698	1130
met3	0.0267	285
how the worst min path moves through the flow:
| stage | start | slack [ns] | endpoint | depth (start not counted) |
|---|---|---|---|---|
| after CTS | row_reg[7]$_SDFFCE_PP0P_ | 0.62 | row_reg[7]$_SDFFCE_PP0P_ | 1 |
| after global routing | row_reg[7]$_SDFFCE_PP0P_ | 0.66 | row_reg[7]$_SDFFCE_PP0P_ | 1 |
| final | row_reg[7]$_SDFFCE_PP0P_ | 0.62 | row_reg[7]$_SDFFCE_PP0P_ | 1 |
area by class of cell:
type                    instances  area share
clock buffers                   3      0.0254
clock inverters                 1     0.00308
inverters                       7      0.0162
multi-input cells              75       0.303
flip-flops and latches         21       0.388
repair buffers                 32       0.188
well taps                      99      0.0763
power by group:
part | switching, W | total (W) | leakage [nW] | internal, W
Clock | 0.000118 | 0.000234 | 0.0255 | 0.000116
Sequential | 0.0000171 | 0.000439 | 0.201 | 0.000422
Combinational | 0.0000378 | 0.0000927 | 0.320 | 0.0000549
Total | 0.000173 | 0.000766 | 0.546 | 0.000592
cells by family after synthesis:
group / synth area share
AND/OR/NAND/NOR: 0.237
flip-flops: 0.542
AND-OR/OR-AND: 0.0871
buffers and inverters: 0.0355
XOR/XNOR: 0.0452
multiplexers: 0.0323
adder cells (fa/ha/maj): 0.0215
per-stage QoR:
stage | worst slack [ns] | total power (W) | hold slack (ns) | cell area (µm²)
2_1_floorplan | 0.294 | 0.000484 | 0.575 | 1160
6_report | 0.119 | 0.000766 | 0.617 | 1620
3_3_place_gp | 0.122 | 0.000541 | 0.601 | 1580
3_5_place_dp | 0.115 | 0.000542 | 0.604 | 1580
4_1_cts | 0.104 | 0.000778 | 0.618 | 1620
5_1_grt | 0.0290 | 0.000808 | 0.657 | 1620
No activity file was given, so power comes from the tool's default toggle rates.
