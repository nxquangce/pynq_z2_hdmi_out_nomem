`flow/run.sh`:
```
#!/bin/bash
# OpenROAD 26Q1-2900-gdf79404cd8, Yosys 0.63+post, stock flow scripts
make -C /OpenROAD-flow-scripts/flow DESIGN_CONFIG=/design/flow/config.mk WORK_HOME=/design/flow/orfs finish
```
`flow/config.mk`:
```
export PLATFORM = sky130hd
export DESIGN_NAME = video_pattern_generator
export DESIGN_NICKNAME = video_pattern_generator
export VERILOG_FILES = /design/flow/design.v
export SDC_FILE = /design/flow/constraint.sdc
export NUM_CORES = 4
export LEC_CHECK = 1
export CORE_UTILIZATION = 30
```
`flow/constraint.sdc`:
```
current_design video_pattern_generator

set clk_period 4.6
set clk_io_pct 0.2

create_clock -name clk0 -period $clk_period [get_ports {clk}]

set non_clock_inputs [all_inputs -no_clocks]
set_input_delay [expr $clk_period * $clk_io_pct] -clock clk0 $non_clock_inputs
set_output_delay [expr $clk_period * $clk_io_pct] -clock clk0 [all_outputs]
```
`flow/design.v`:
```
`timescale 1ns / 1ps
module video_pattern_generator
#(
    parameter DATA_WIDTH     = 24,
    parameter ROW_ADDR_WIDTH = 10,
    parameter COL_ADDR_WIDTH = 11,
    parameter PATTERN_MODE   = 1,
    parameter MAX_COL        = 11'd1280,
    parameter MAX_ROW        = 11'd1024
)
(
    input clk,
    input next_pixel,
    input [ROW_ADDR_WIDTH-1:0] row_address,
    input [COL_ADDR_WIDTH-1:0] col_address,
    output [DATA_WIDTH-1:0] data_out
);
    reg [DATA_WIDTH-1:0] data_reg = 0;
    assign data_out = data_reg;
        reg [2:0] state = 0, next_state;
        reg [7:0] counter = 0;
        wire next_frame;
        assign next_frame = (row_address == MAX_ROW - 1) && (col_address == MAX_COL - 1);
        always @(posedge clk) begin
            state <= next_state;
        end
        always @(state, data_reg) begin
            case (state)
                3'b000: begin
                    if (data_reg[7:0] == 8'hfe) next_state = 3'b001;
                    else next_state = 3'b000;
                end
                3'b001: begin
                    if (data_reg[15:8] == 8'hfe) next_state = 3'b010;
                    else next_state = 3'b001;
                end
                3'b010: begin
                    if (data_reg[7:0] == 8'h01) next_state = 3'b011;
                    else next_state = 3'b010;
                end
                3'b011: begin
                    if (data_reg[23:16] == 8'hfe) next_state = 3'b100;
                    else next_state = 3'b011;
                end
                3'b100: begin
                    if (data_reg[15:8] == 8'h01) next_state = 3'b101;
                    else next_state = 3'b100;
                end
                3'b101: begin
                    if (data_reg[23:16] == 8'h01) next_state = 3'b000;
                    else next_state = 3'b101;
                end
                default: next_state = state;
            endcase
        end
        always @(posedge clk) begin
            if (next_frame) begin
                if (state == 3'b000) begin
                    data_reg[07:00] <= data_reg[07:00] + 1'b1;
                end else if (state == 3'b001) begin
                    data_reg[15:08] <= data_reg[15:08] + 1'b1;
                end else if (state == 3'b010) begin
                    data_reg[07:00] <= data_reg[07:00] - 1'b1;
                end else if (state == 3'b011) begin
                    data_reg[23:16] <= data_reg[23:16] + 1'b1;
                end else if (state == 3'b100) begin
                    data_reg[15:08] <= data_reg[15:08] - 1'b1;
                end else if (state == 3'b101) begin
                    data_reg[23:16] <= data_reg[23:16] - 1'b1;
                end
            end
        end
endmodule
```
==> out/qor.txt <==
Final setup violation count -> 0
Peak fanout along the critical path -> 8
Chip Height -> 80.5 µm
Total half-perimeter wirelength after legalization and detailed placement -> 2660 µm
Remaining global-route overflow -> 0
Asr flop ratio synth -> 0
Arrival time reported for the critical path endpoint -> 2.29 ns
Sequential cell area -> 811 µm²
Number of pins with negative max-slew slack in the final report -> 0
Clock transition at the registers of the reported paths -> 0.11 ns
Unique masters post-synth -> 40
Worst-case hold path end point -> data_reg[23]
Clock tree sinks -> 27
Total CTS buffers -> 3
Worst hold path type -> reg2reg
Type of destination of the critical path -> flop
Standard-cell rows -> 28
Minimum setup slack among reg-to-reg paths -> 2.66 ns
# IOs -> 47
Fin Clk Skew -> 0.0154 ns
Count of instantiated cells in the yosys netlist -> 173
Largest net degree at the start of global routing -> 17
Unrepaired setup endpoints after global routing -> false
# port buffers -> 45
Leak pwr -> 0.850 nW
Headroom to the max-slew limit -> 0.533
Crit path cell chain -> clkdlybuf4s50_1, nand4_1, nor4_1, nand2_1, nor3_1, buf_4
Combined global-route utilization of all metal layers -> 0.122
Max incr delay on CP -> 0.45 ns
Via count of the first global-routing pass -> 1381
Critical Path Start Type -> input pin
H-tree levels -> 1
Yosys Warn Count -> 1
Post-route clock period utilization -> 0.501
Average wire length per cell after detail routing -> 12.4 µm
Placeable Area -> 5920 µm²
Type of the worst setup path -> in2reg
Required time at the endpoint of the critical path -> 4.59 ns
Final non-filler cell area -> 2430 µm²
Hold-fix buffer count after cts -> 0
Placer's final routability congestion estimate -> 0.809
PostCTS Resize Cnt -> 0
Power density over the cells -> 175 nW/µm²
Full die area -> 6480 µm²
Number of violations reported at the end of detailed-routing iteration 0 -> 97
Number of instances in the synthesized netlist -> 173
Util after Layout -> 0.410
Post-CTS setup buffer count -> 0
Clock root buffer master -> sky130_fd_sc_hd__clkbuf_8
Synth-to-Final Area Change -> 31.4%
Dominant logic cell type in the layout -> sky130_fd_sc_hd__clkdlybuf4s50_1
Shortest period the worst path allows -> 2.31 ns
Post-route DRC -> 0
Router iterations before antenna repair -> 4
Max Cap Viol -> 0
Synth Register Bits -> 27
Logic area -> 950 µm²
Cell area after technology mapping -> 1850 µm²
Count of library flops with an enable pin -> 27
Post-synth seq share -> 0.439
Post-detailed-placement cell area -> 2380 µm²
Reg2Reg Launch Point -> state[0]
Fraction of final layout cells sized beyond drive strength 1 -> 0.0688
Overall die width -> 80.5 µm
Worst-margin pin slew -> 0.695 ns
FP Util -> 0.312
Antenna cell count -> 0
Antenna violations before repair -> 0
Area reported by Yosys stat -> 1850 µm²
DR vias -> 1496
Wire length of the first global-routing pass -> 6120 µm
Hold Crit Depth -> 1
Per-cell via count in the routed design -> 5.11
Setup total negative slack -> 0 ns
Length in cells of the worst reg-to-reg path -> 5
Achievable clock frequency -> 0.434 GHz
Category of cells accounting for the largest share of critical-path delay -> simple AND/OR/NAND/NOR gates
Worst path buffer plus inverter count -> 2
Total Routed Length -> 3630 µm
Flip-flop count of the largest register, all copies and words added -> 24
Final Hold Vio Count -> 0
Number of buffers on the longest clock path -> 2
Warning total across the stage logs -> 35
End of the worst register-to-register path -> data_reg[15]
Result of the run -> finished clean
TritonCTS clock tree -> done
Top logic cells by instance count in the layout -> sky130_fd_sc_hd__clkdlybuf4s50_1, sky130_fd_sc_hd__edfxtp_1, sky130_fd_sc_hd__xnor2_1
Clock latency on the worst-skew pair -> 0.28 ns
Final antenna-violating net count -> 0
Filler Cells Inserted -> 565
Post-Synthesis Mean Instance Area -> 10.7 µm²
Worst-case vdd ir drop -> 0.0991 mV
Most used DFF post-synth -> sky130_fd_sc_hd__edfxtp_1
Highest-delay cell along the critical path -> sky130_fd_sc_hd__clkdlybuf4s50_1
Start point of the worst min-delay path -> data_reg[23]
## worst max path at each step
stage | startpoint | endpoint | cells past startpoint
CTS | row_address[3] | data_reg[22] | 6
global route | row_address[3] | data_reg[22] | 6
finish | row_address[3] | data_reg[22] | 6
## routing by layer
layer | vias up | track usage | part of all wire
li1 | 747 | - | -
met2 | 49 | 0.188 | 0.44
met3 | 6 | 0.0150 | 0.050
met1 | 694 | 0.196 | 0.50
met5 | - | 0 | 0
met4 | 0 | 0.0125 | 0.012
## logic make-up (layout without fill, tap and decap cells)
family	after synthesis	in the layout	synth area share
AND/OR/NAND/NOR	68	68	0.230
flip-flops	27	27	0.439
XOR/XNOR	23	23	0.109
AND-OR/OR-AND	21	21	0.0826
buffers and inverters	20	65	0.0474
adder cells (fa/ha/maj)	12	12	0.0812
multiplexers	2	2	0.0108
## final cells by class
type                    instances  area share
multi-input cells             126       0.391
well taps                      75      0.0386
clock buffers                   3      0.0170
inverters                      12      0.0185
flip-flops and latches         27       0.334
repair buffers                 49       0.198
clock inverters                 1     0.00309
## through the flow
step / instances / hold WS, ns / power (mW) / setup WS [ns]
after detailed placement: 289 / 0.626 / 0.290 / 1.96
after global placement: 289 / 0.643 / 0.290 / 1.95
after floorplan: 173 / 0.566 / 0.273 / 2.22
after global routing: 293 / 0.695 / 0.444 / 2.15
final: 293 / 0.652 / 0.426 / 2.29
after CTS: 293 / 0.658 / 0.433 / 2.26
## report_power, final
group          leakage [nW]  internal [mW]  switching (mW)
Sequential            0.268          0.266     0.000000714
Clock                0.0217         0.0616          0.0799
Combinational         0.560         0.0159         0.00250
Total                 0.850          0.344          0.0824
## synth_stat cells (all sizes together) (4+ instances only)
cell type	count	area, µm²
nand2	8	30.0
buf	5	31.3
nor4	7	43.8
or3	4	25.0
a21oi	4	20.0
nand3	5	25.0
nor2	5	18.8
ha	12	150
inv	12	45.0
nor4b	6	58.8
nor3	8	40.0
xnor2	18	158
and3	6	38.8
edfxtp	27	811
nand4	8	50.1
xor2	5	43.8
Power is estimated from default activity; no workload was simulated.
